File: /design/flow/design.v
`timescale 1ns / 1ps
module Binary2BCD(
                    input wire [3:0] dig,
                    input wire [2:0] sel,
                    output reg [6:0] A_to_G
                  );
                  always @ (dig or sel)
                  begin
                    if (dig == 1 && (sel == 1 || sel == 3 || sel == 7))
                        A_to_G = 7'b1001110;         
                    else if (dig == 0 && (sel == 1 || sel == 3 || sel == 7))
                        A_to_G = 7'b0110010;         
                    else
                    begin
                        case (dig)
                            0:A_to_G = 7'b0000001;
                            1:A_to_G = 7'b1001111;
                            2:A_to_G = 7'b0010010;
                            3:A_to_G = 7'b0000110;
                            4:A_to_G = 7'b1001100;
                            5:A_to_G = 7'b0100100;
                            6:A_to_G = 7'b0100000;
                            7:A_to_G = 7'b0001111;
                            8:A_to_G = 7'b0000000;
                            9:A_to_G = 7'b0000100;
                            'hA:A_to_G = 7'b0001000;    
                            'hB:A_to_G = 7'b1100000;
                            'hC:A_to_G = 7'b0110001;
                            'hD:A_to_G = 7'b1000010;
                            'hE:A_to_G = 7'b0110000;
                            'hF:A_to_G = 7'b0111000;
                            default: A_to_G = 7'b1111111;
                        endcase
                     end
                  end
endmodule
`timescale 1ns / 1ps
module Operation(
                    input wire [4:0] A,
                    input wire [4:0] B,
                    input wire [5:0] mode,
                    output reg signed [8:0] val
                 );
                 reg [3:0] x,y;
                 reg [3:0] twosCompA, twosCompB;
                 always @ (A or B or mode)
                 begin
                     x = A[3:0];
                     y = B[3:0];
                     twosCompA = -A;
                     twosCompB = -B;
                     if (mode == 3)          
                     begin
                        if (A[4] == 1 && B[4] == 1)          
                        begin
                            val[4:0] = x+y;
                            val[8] = 1;
                        end
                        else if (A[4] == 1 && B[4] != 1)     
                        begin
                            if (x >= y)
                            begin
                                val[4:0] =  x-y;
                                val[8] = 1;                        
                            end
                            else
                            begin
                                val[4:0] = y-x;
                                val[8] = 0;
                            end
                        end
                        else if (A[4] != 1 && B[4] == 1)     
                        begin
                            if (x >= y)
                            begin
                                val[4:0] =  x-y;
                                val[8] = 0;                        
                            end
                            else
                            begin
                                val[4:0] = y-x;
                                val[8] = 1;
                            end
                        end
                        else                                 
                        begin
                            val[4:0] = x+y;
                            val[8] = 0;
                        end
                     end
                     else if (mode == 12)     
                     begin
                         if (A[4] == 1 && B[4] == 1)          
                         begin
                             if (x >= y)
                             begin
                                 val[4:0] =  x-y;
                                 val[8] = 1;                        
                             end
                             else
                             begin
                                 val[4:0] = y-x;
                                 val[8] = 0;
                             end
                         end
                         else if (A[4] == 1 && B[4] != 1)     
                         begin
                             val[4:0] = x+y;
                             val[8] = 1;
                         end
                         else if (A[4] != 1 && B[4] == 1)     
                         begin
                             val[4:0] = x+y;
                             val[8] = 0;
                         end
                         else                                 
                         begin
                             if (x >= y)
                             begin
                                 val[4:0] =  x-y;
                                 val[8] = 0;                        
                             end
                             else
                             begin
                                 val[4:0] = y-x;
                                 val[8] = 1;
                             end
                         end
                     end
                     else if (mode == 48)     
                     begin
                        val = x*y;
                        if (A[4] == B[4])
                            val[8] = 0;
                        else
                            val[8] = 1;
                     end
                     else                    
                        val = 0;
                 end
endmodule
`timescale 1ns / 1ps
module Signed_Alien_Calculator_top(
                                    input clk,
                                    input [4:0] portA,
                                    input [4:0] portB,
                                    input [5:0] MODE,
                                    output wire [6:0] a_to_g,
                                    output wire DP,
                                    output reg [7:0] AN
                                   );
                                   parameter refreshRate = 6250;          
                                   wire [7:0] AN_en;
                                   wire [8:0] value;
                                   reg [2:0] select;
                                   reg [12:0] refreshCount;
                                   reg [3:0] digit;
                                   reg [2:0] sign;
                                   assign DP = 1'b1;                
                                   assign AN_en = 8'b11111111;
                                   always @ (portA or portB or value)
                                   begin
                                        sign[0] = portA[4];
                                        sign[1] = portB[4];
                                        sign[2] = value[8];
                                   end
                                   always @ (posedge clk)
                                   begin
                                       case (select)
                                           0: digit <= portA[3:0];     
                                           1: digit <= sign[0];     
                                           2: digit <= portB[3:0];
                                           3: digit <= sign[1];
                                           4: digit <= 0;
                                           5: digit <= value[3:0];
                                           6: digit <= value[7:4];
                                           7: digit <= sign[2];   
                                           default: digit <= 0;
                                       endcase
                                   end
                                   Operation U1(.A(portA),
                                                .B(portB),
                                                .mode(MODE),
                                                .val(value)
                                                );
                                   Binary2BCD U2(.dig(digit),
                                                .sel(select),
                                                .A_to_G(a_to_g)
                                                );
                                   always @(*)
                                   begin
                                       AN=8'b11111111;
                                       if(AN_en[select] == 1 && (select != 4))
                                           AN[select] = 0;
                                   end
                                   always @(posedge clk)
                                   begin
                                       refreshCount = refreshCount + 1;
                                       if (refreshCount == refreshRate)
                                           select = select + 1;
                                   end
endmodule
File: /design/flow/run.sh
#!/bin/bash
# OpenROAD 26Q1-2900-gdf79404cd8, Yosys 0.63+post, stock flow scripts
make -C /OpenROAD-flow-scripts/flow DESIGN_CONFIG=/design/flow/config.mk WORK_HOME=/design/flow/orfs finish
File: /design/flow/config.mk
export PLATFORM = sky130hd
export DESIGN_NAME = Signed_Alien_Calculator_top
export DESIGN_NICKNAME = Signed_Alien_Calculator_top
export VERILOG_FILES = /design/flow/design.v
export SDC_FILE = /design/flow/constraint.sdc
export NUM_CORES = 4
export LEC_CHECK = 1
export CORE_UTILIZATION = 40
File: /design/flow/constraint.sdc
current_design Signed_Alien_Calculator_top

set clk_period 4.5
set clk_io_pct 0.2

create_clock -name clk0 -period $clk_period [get_ports {clk}]

set non_clock_inputs [all_inputs -no_clocks]
set_input_delay [expr $clk_period * $clk_io_pct] -clock clk0 $non_clock_inputs
set_output_delay [expr $clk_period * $clk_io_pct] -clock clk0 [all_outputs]
==> impl_metrics.json <==
{
  "topCombFamilyByArea": "adder cells",
  "edf_count": 3,
  "synth_flop_count": 30,
  "drt_iter0_drc": 135,
  "leakage_uw": 0.00152,
  "io_buffers": 31,
  "ff_type": "dfxtp_1",
  "postCtsSetupBuffers": 0,
  "xor_share": 0.0581,
  "finalCritPeriodShare": 0.946,
  "drive_gt1_frac": 0.105,
  "final_cell_area_um2": 3430,
  "n_antenna_cell": 0,
  "lay_top_count": "ha_1",
  "htree_num_levels": 1,
  "ctsResizeCount": 0,
  "rsz0062_at_grt": "no",
  "grt_pass1_wl_um": 10700,
  "synth.area.top_cells": "ha_1 19%, dfxtp_1 17%, inv_1 5.4%",
  "fin_cells": 467,
  "setup.worst_path.class": "in2reg",
  "clockRootBuffer": "clkbuf_8",
  "hp-class": "reg2reg",
  "placed_cells": 463,
  "ys_cells": 328,
  "worst_skew_pair.late_latency_ns": 0.27,
  "ys_area_um2": 2860,
  "coreArea_um2": 6870,
  "final_layout_top_logic_cells": "43 x ha_1, 41 x inv_1, 31 x clkdlybuf4s50_1",
  "placed_cell_area_um2": 3380,
  "cap_viol_max_count": 0,
  "synth_cell_types": 69,
  "viasPerCell": 4.99,
  "grtUsageTotal": 0.183,
  "ys_async_sr_fraction": 0,
  "r2r.worst_path.cells": 9,
  "cts_max_path_buffers": 2,
  "ant_nets": 0,
  "skew_ns": 0.00762,
  "ys_sh_aoi": 0.179,
  "yosys_warnings": 3,
  "cpPeakStageDelay_ns": 0.54,
  "die_x_um": 86.6,
  "power_uw": 570,
  "grt_max_degree": 17,
  "peakVddDrop_mv": 0.142,
  "synth_area_per_cell_um2": 8.73,
  "tightest_slew_ns": 0.784,
  "drc": 0,
  "crit_slowest_cell": "fa_1",
  "cts_tree": "built",
  "gr-total-overflow": 0,
  "vias": 2328,
  "crit_chain": "clkdlybuf4s50_1, nand2_1, fa_1, fa_1, fa_1, xor2_1, o21a_1, a211o_1, o221ai_2, inv_1, ha_1, inv_1, mux2i_1, mux2i_1",
  "warning_count": 46,
  "untimed_endpoints": 3,
  "outcome": "finished clean",
  "place_congestion": 0.889,
  "cp_max_fo": 4,
  "synth.largest_area_cell": "ha_1",
  "min_period_ns": 4.26,
  "fp-row-count": 30,
  "fp_util": 0.417,
  "fmax_mhz": 235,
  "hold_buffers": 0,
  "slew_violations": 0,
  "cts_made_buffers": 3,
  "hold-path-cell-count": 1,
  "startpoint_type": "primary input",
  "powerDensity_nw_per_um2": 166,
  "ys_sh_simple": 0.194,
  "routed_wl_um": 5950,
  "routedWlPerCell_um": 12.7,
  "setup_viol": 0,
  "synth-adder-area-share": 0.237,
  "mux_area_frac": 0.0363,
  "synthCells": 328,
  "unclocked_pins": 3,
  "utilization": 0.499,
  "io_pins": 33,
  "hold_violations": 0,
  "grt_pass1_vias": 2227,
  "slew-limit-headroom": 0.464,
  "firstDrtPassIters": 4,
  "synth_area_um2": 2860,
  "critPathMostFrequentCell": "fa_1",
  "antenna_found_initial": 0,
  "syn2layout_area_growth_pct": 19.8,
  "dieArea_um2": 7500,
  "dieHeight_um": 86.6,
  "dp_hpwl_um": 4860,
  "clk_pin_slew_ns": 0.10,
  "arrival_ns": 4.42,
  "synth_top_area_share": 0.188,
  "cp-end-kind": "register",
  "cp.required_ns": 4.66
}
where the power goes:
| part | total [µW] | internal (µW) | switching (µW) |
|---|---|---|---|
| Sequential | 247 | 246 | 1.02 |
| Combinational | 184 | 90.2 | 94.0 |
| Clock | 138 | 62.8 | 75.1 |
| Total | 570 | 399 | 170 |
critical path: cells and delay by family:
family	cells	cell delay, ns
multiplexers	2	0.20
buffers and inverters	3	0.70
adder cells (fa/ha/maj)	4	1.77
AND/OR/NAND/NOR	1	0.09
XOR/XNOR	1	0.17
AND-OR/OR-AND	3	0.59
layout make-up:
class / count / area (µm²)
Clock inverter: 1 / 7.51
Inverter: 42 / 165
Tap cell: 96 / 120
Fill cell: 665 / 3440
Timing Repair Buffer: 49 / 458
Clock buffer: 3 / 41.3
Sequential cell: 30 / 616
Multi-Input combinational cell: 246 / 2020
through the flow:
step	TNS, ns	setup WS (ns)	hold slack, ns
after floorplan	0	0.466	0.406
after global placement	-0.0290	-0.0135	0.424
final	0	0.241	0.457
after global routing	0	0.0612	0.476
after detailed placement	-0.188	-0.0669	0.433
after CTS	0	0.219	0.455
layer usage:
metal / vias up / wire [µm] / GRT usage / part of all wire
met5: - / 0 / 0 / 0
met2: 50 / 2500 / 0.272 / 0.42
li1: 1222 / - / - / -
met3: 4 / 279 / 0.0213 / 0.047
met1: 1052 / 3150 / 0.305 / 0.53
met4: 0 / 28 / 0.00909 / 0.0047
cells by family after synthesis:
family	Yosys count
adder cells (fa/ha/maj)	50
latches	3
buffers and inverters	52
multiplexers	10
AND/OR/NAND/NOR	100
flip-flops	27
XOR/XNOR	19
AND-OR/OR-AND	66
other	1
path summary, 6_finish.rpt:
path,startpoint,end,slack (ns)
hold reg to reg,refreshCount[0]$_DFF_P_,refreshCount[0]$_DFF_P_,0.46
hold / removal,refreshCount[0]$_DFF_P_,refreshCount[0]$_DFF_P_,0.46
setup reg to reg,select[2]$_DFFE_PN_,register,1.53
setup / recovery,portA[2],register,0.24
Yosys cell counts (4+ instances only):
cell type / number
nand2_1: 25
o21ai_0: 10
fa_1: 7
nor2_1: 21
xnor2_1: 14
mux2i_1: 7
a21o_1: 4
inv_1: 41
ha_1: 43
and3_1: 5
o21a_1: 5
nor2b_1: 6
nand3b_1: 4
clkbuf_1: 5
xor2_1: 5
nand3_1: 11
a21oi_1: 12
dfxtp_1: 24
No activity file was given, so power comes from the tool's default toggle rates.
