**/design/flow/config.mk**
```make
export PLATFORM = sky130hd
export DESIGN_NAME = x7Seg_Counter_Controlled
export DESIGN_NICKNAME = x7Seg_Counter_Controlled
export VERILOG_FILES = /design/flow/design.v
export SDC_FILE = /design/flow/constraint.sdc
export NUM_CORES = 4
export LEC_CHECK = 1
export CORE_UTILIZATION = 30
```
**/design/flow/constraint.sdc**
```tcl
current_design x7Seg_Counter_Controlled

set clk_period 4.3
set clk_io_pct 0.2

create_clock -name clk0 -period $clk_period [get_ports {clk}]

set non_clock_inputs [all_inputs -no_clocks]
set_input_delay [expr $clk_period * $clk_io_pct] -clock clk0 $non_clock_inputs
set_output_delay [expr $clk_period * $clk_io_pct] -clock clk0 [all_outputs]
```
**/design/flow/design.v**
```verilog
`timescale 1ns / 1ps
module x7Seg_Counter_Controlled(
                                 input en,
                                 input clk,
                                 input clr,
                                 output reg [6:0] a_to_g,
                                 output reg [7:0] AN,
                                 output wire DP
                                );
                                parameter incrRate = 50000000;         
                                parameter refreshRate = 6250;          
                                reg [2:0] select;
                                wire [7:0] AN_en;
                                reg [26:0] count;
                                reg [12:0] refreshCount;
                                reg [3:0] digit;
                                reg [31:0] x;
                                assign DP = 1'b1;                
                                assign AN_en = 8'b11111111;
                                always @ (posedge clk or posedge clr)
                                begin
                                    if (clr)
                                    begin
                                        x[3:0] <= 0;
                                        x[31:28] <= 0;
                                        count <= 0;
                                    end
                                    else
                                        if (en)
                                        begin
                                            count <=  count + 1;
                                            if (count == incrRate)
                                            begin
                                                if (x[3:0] == 9 && x[31:28] == 9)
                                                begin
                                                    x[3:0] <= 0;
                                                    x[31:28] <= 0;
                                                end
                                                if (x[3:0] == 9 && x[31:28] != 9)
                                                begin
                                                    x[3:0] <= 0;
                                                    x[31:28] <= x[31:28] + 1;
                                                end
                                                if (x[3:0] != 9)
                                                    x[3:0] <= x[3:0] + 1;
                                                count <= 0;
                                            end
                                        end
                                        else
                                        begin
                                            x[3:0] <= x[3:0];
                                            x[31:28] <= x[31:28];
                                        end
                                end
                                always @ (posedge clk)
                                begin
                                    case (select)
                                        0: digit <= x[3:0];      
                                        1: digit <= x[7:4];      
                                        2: digit <= x[11:8];
                                        3: digit <= x[15:12];
                                        4: digit <= x[19:16];
                                        5: digit <= x[23:20];
                                        6: digit <= x[27:24];
                                        7: digit <= x[31:28];    
                                        default: digit <= x[3:0];
                                    endcase
                                end
                                always @ (digit)
                                begin
                                    case (digit)
                                        0:a_to_g = 7'b0000001;
                                        1:a_to_g = 7'b1001111;
                                        2:a_to_g = 7'b0010010;
                                        3:a_to_g = 7'b0000110;
                                        4:a_to_g = 7'b1001100;
                                        5:a_to_g = 7'b0100100;
                                        6:a_to_g = 7'b0100000;
                                        7:a_to_g = 7'b0001111;
                                        8:a_to_g = 7'b0000000;
                                        9:a_to_g = 7'b0000100;
                                        'hA:a_to_g = 7'b0001000;     
                                        'hB:a_to_g = 7'b1100000;
                                        'hC:a_to_g = 7'b0110001;
                                        'hD:a_to_g = 7'b1000010;
                                        'hE:a_to_g = 7'b0110000;
                                        'hF:a_to_g = 7'b0111000;
                                        default: a_to_g = 7'b0000001;
                                    endcase
                                end
                                always @(*)
                                begin
                                    AN=8'b11111111;
                                    if(AN_en[select] == 1 && (select == 0 || select == 7))
                                        AN[select] = 0;
                                end
                                always @(posedge clk)
                                begin
                                    refreshCount = refreshCount + 1;
                                    if (refreshCount == refreshRate)
                                        select = select + 1;
                                end
endmodule
```
**/design/flow/run.sh**
```bash
#!/bin/bash
# OpenROAD 26Q1-2900-gdf79404cd8, Yosys 0.63+post, stock flow scripts
make -C /OpenROAD-flow-scripts/flow DESIGN_CONFIG=/design/flow/config.mk WORK_HOME=/design/flow/orfs finish
```
==> results.txt <==
yosys + openroad results -> Setup Skew 0.00895 ns, pin count of the biggest net entering global routing 36, worst reg2reg path startpoint refreshCount[0], P&R area growth vs syn 16.5%, # diodes 0, Placement Cell Area 3340 um^2, Die Ht between 100 and 150 um, Worst EP arrival 1.97 ns, Multiplexer share 0.0487, Detail Placement HPWL about 3800 um, FP Util 0.310, critical path data required time between 3 and 4 ns, Synth area leader dfrtp_1, CTS HTree Levels 3, yosys warning tally 25, area of the mapped netlist between 3000 and 4000 um^2, Worst Tran Pin Value approximately 0.52 ns, vias in the first global route between 2000 and 2500, period utilization 0.658, adder share 0.0701, Avg WL per Cell approximately 11 um, Dominant comb cell simple AND/OR/NAND/NOR gates, stage-log warning count 36, floorplan die width between 100 and 150 um, XOR Share, Synth 0.104, Max VDD drop approximately 0.00023 V, max-cap viol count 0, Post-CTS Resized 0, DR vias/cell between 4 and 5, TritonRoute pass-1 iters 4, Root Driver clkbuf_8, max-slew violation count 0, YS chip area 3030 um^2, Max clock buf depth 2, Fillers about 970, GR Util met3 0.0345, Synth Area per Inst 9.85 um^2, placed cell count around 450, worst setup path class reg2out, Synth Seq Share 0.450, CP startpoint kind flop, fin cells 466, Area leader share 0.289, Fin. Hold Viols 0, Synth Area in Simple Gates 0.233, port buffer count 17, clk slew on worst S/H paths roughly 0.07 ns, Critical Path Start select[0], min cycle time layout ~2.8 ns, initial DRC count ~100, fmax about 350 MHz, Antenna Violating Nets Remaining 0, Final Cell Area ~3500 um^2, PwrDens about 340 nW/um^2, final worst hold slack ~0.43 ns, GPL Wtd Cong roughly 0.9, yosys cell count a little over 300, Synth Flop Type dfrtp_1, register area 1370 um^2, Rel. slew slack 0.643, fraction of layout instances using a drive strength above 1 0.105, aoi share 0.0561, CTS sink cnt 58, GR Overflow Total 0, asr flop ratio synth 0.603, CORE AREA around 9800 um^2, via count around 2200, met1 usage 0.168, logic area between 1500 and 2000 um^2, Post-Route WL about 5300 um, Reg2Reg Depth 6, most common logic cell in the routed design dfrtp_1, Total Routing Usage GR 0.113, Remaining DRCs 0, crit path to AN[5], CTS tree yes, setup TNS 0 ns, initial antenna violation count 0, row cnt 36, total CTS buffers 9, Crit. End Element output pin, die area roughly 11000 um^2, final setup violation count 0, Main area contributors dfrtp_1 29%, dfxtp_1 13%, ha_1 7.0%, Synth cell types 49, busiest layer in global routing met2, Post-CTS Setup Bufs 0, Top cells excl fill/tap 35 x dfrtp_1, 29 x nand2_1, 29 x nor2_1, 20 x dfxtp_1, 19 x xnor2_1, Reg2Reg Capture Point select[0], status complete, no violations, RSZ-0062 raised after global routing no, Leak 1.49 nW, Min-Delay Path Class reg2reg, critical path peak fanout 7, met2 Use GR 0.172, cts hold-fix bufs 0, first-pass GRT wire length slightly above 9000 um, #FFs+latches synth 58, insertion delay at the late pin of the worst-skew pair between 0.3 and 0.4 ns, EDFF count, synth 3, boundary pin count 19, Reg2Reg Setup Slack around 1.7 ns, Mapped Cells around 310
[report_power, final]
part / total, W / switching, W / internal, W
Clock: 0.000489 / 0.000225 / 0.000265
Sequential: 0.000619 / 0.0000412 / 0.000578
Combinational: 0.0000841 / 0.0000411 / 0.0000429
[cell type report]
class,instances,share of cell area
well taps,133,0.0471
clock inverters,7,0.0198
repair buffers,19,0.0524
inverters,17,0.0181
flip-flops and latches,58,0.387
multi-input cells,223,0.441
clock buffers,9,0.0351
[cells in the mapped netlist, types with 3 or more instances]
cell type,n
dfrtp_1,35
clkbuf_1,5
dfxtp_1,20
edfxtp_1,3
mux2i_1,8
o21ai_0,8
nand2_1,29
inv_1,17
xnor2_1,19
buf_2,4
nand3_1,14
a21oi_1,4
nor4_1,3
xor2_1,17
mux2_2,6
nor2_1,29
and2_1,3
and4_1,5
nor3_1,5
ha_1,17
nand4_1,17
[metrics by stage]
step,total power (W),utilization,worst slack [ns]
final,0.00119,0.361,1.47
after global routing,0.00126,0.361,1.31
after CTS,0.00122,0.361,1.44
after detailed placement,0.000715,0.342,1.25
after global placement,0.000716,0.342,1.28
after floorplan,0.000687,-,1.93
[worst min path at each step]
stage,endpoint,cells past startpoint,from
5_1_grt,refreshCount[0],1,refreshCount[0]
6_report,refreshCount[0],1,refreshCount[0]
4_1_cts,refreshCount[0],1,refreshCount[0]
[worst max-delay path: stages, from the launching register on]
cell	delay, ns
edfxtp_1	0.44
inv_1	0.13
ha_1	0.32
mux2i_1	0.27
nand2_1	0.07
clkdlybuf4s50_1	0.40
[state kept, by name, summed over array words and instances (netlist names)]
register	count
x	8
refreshCount	13
a_to_g	7
count	27
select	3
[cell families (layout without fill, tap and decap cells)]
family,count (synthesis),after routing
and+or+nand+nor,129,129
xor gates and xnor gates,36,36
muxes,14,14
adders and majority gates,17,17
other,1,1
DFF,58,58
buffers and inverters,27,52
AOI/OAI and AO/OA,26,26
[per-layer routing]
layer | vias up | share of wire
met1 | 1029 | 0.49
met5 | - | 0
li1 | 1122 | -
met4 | 0 | 0.014
met3 | 9 | 0.047
met2 | 41 | 0.44
Power and IR drop assume default switching activity.
