==> /design/flow/design.v <==
`timescale 1ns / 1ps
module BarrelShifter
                   #(parameter WIDTH = 16)
                    (
                      input [WIDTH-1:0] a,
                      input [3:0] bits_to_S_R,
                      input [1:0] operation,
                      output wire [WIDTH-1:0] outp
                     );
                     reg [WIDTH-1:0] temp1, temp2;
                     always @ (*)
                     begin
                        temp2 = a;
                        case (operation)
                            2'b00: temp1 = (temp2 << bits_to_S_R) | (temp2 >> (WIDTH-bits_to_S_R));       
                            2'b01: temp1 = (temp2 >> bits_to_S_R) | (temp2 << (WIDTH-bits_to_S_R));       
                            2'b10: temp1 = temp2 << bits_to_S_R;                                          
                            2'b11: temp1 = temp2 >> bits_to_S_R;                                          
                            default: temp1 = (temp2 << bits_to_S_R) | (temp2 >> (WIDTH-bits_to_S_R));     
                        endcase
                     end
                     assign outp = temp1;
endmodule
`timescale 1ns / 1ps
module BarrelShifter_top
                      #(parameter WIDTH = 16)
                        (
                          input clk,
                          input [(WIDTH/2)-1:0] in,      
                          input [1:0] OP,                
                          input in_select,               
                          input mode,                    
                          input [3:0] sel,               
                          input load,                    
                          output wire [6:0] a_to_g,
                          output reg [7:0] AN,
                          output wire DP
                         );
                         parameter refreshRate = 6250;               
                         reg [2:0] SELECT;                           
                         wire [7:0] AN_en;
                         reg [3:0] digit;                            
                         reg [12:0] refreshCount;
                         wire [WIDTH-1:0] inputValue;                 
                         wire [WIDTH-1:0] outputValue;                
                         reg [WIDTH-1:0] inputVal;                    
                         reg [WIDTH-1:0] outputVal;                   
                         wire [3:0] bitsShift_Rotate;                 
                         assign DP = 1'b1;                           
                         assign AN_en = 8'b11111111;
                         Demux_1x2 U1(.a(in),                        
                                      .select(in_select),
                                      .b(inputValue)
                                      ); 
                         always @ (posedge clk)
                         begin
                             case (SELECT)
                                 0: digit <= outputValue[3:0];     
                                 1: digit <= outputValue[7:4];     
                                 2: digit <= outputValue[11:8];
                                 3: digit <= outputValue[15:12];
                                 4: digit <= 0;
                                 5: digit <= 0;
                                 6: digit <= 0;
                                 7: digit <= 0;
                                 default: digit <= outputValue[3:0];
                             endcase
                         end
                         x7Seg U2(.dig(digit),
                                  .A_to_G(a_to_g)
                                  );
                         bits_to_shift U3(.CLK(clk),                 
                                          .MODE(mode),
                                          .LOAD(load),
                                          .SEL(sel),
                                          .P(bitsShift_Rotate)
                                          );
                         BarrelShifter U4(.a(inputValue),
                                          .bits_to_S_R(bitsShift_Rotate),
                                          .operation(OP),
                                          .outp(outputValue)
                                          );
                         always @(*)
                         begin
                             AN=8'b11111111;
                             if(AN_en[SELECT] == 1 && SELECT <= 3)
                                 AN[SELECT] = 0;
                         end
                         always @(posedge clk)
                         begin
                             refreshCount <= refreshCount + 1;
                             if (refreshCount == refreshRate)
                             begin
                                 SELECT <= SELECT + 1;
                                 refreshCount <= 0;
                             end
                         end
                         always @ (inputValue or outputValue)
                         begin
                            inputVal = inputValue;
                            outputVal = outputValue;
                         end
endmodule
`timescale 1ns / 1ps
module Demux_1x2
               #(parameter WIDTH = 16)
                (
                 input [(WIDTH/2)-1:0] a,
                 input select,
                 output reg [WIDTH-1:0] b
                 );
                 always @ (a or select)
                 begin
                      if (select == 1)               
                      b[WIDTH-1:(WIDTH/2)] = a;
                      else                           
                      b[(WIDTH/2)-1:0] = a;
                 end
endmodule
`timescale 1ns / 1ps
module bits_to_shift(
                     input CLK,
                     input MODE,
                     input LOAD,
                     input [3:0] SEL,
                     output reg [3:0] P
                     );
                     parameter incrRate = 100000000;             
                     reg [26:0] count;
                     always @(posedge CLK)
                     begin
                        if (LOAD == 1)
                        begin
                            P = SEL;
                            count = 0;
                        end
                        else
                        begin
                            if (MODE == 1)                           
                            begin
                                count = count+1;
                                if (count == incrRate)
                                begin
                                    P = P+1;
                                    count = 0;
                                end
                            end
                            else                                     
                                P = SEL;
                         end
                     end
endmodule
`timescale 1ns / 1ps
module x7Seg(
              input wire [3:0] dig,
              output reg [6:0] A_to_G
             );
              always @ (dig)
              begin
                    case (dig)
                        0:A_to_G = 7'b0000001;
                        1:A_to_G = 7'b1001111;
                        2:A_to_G = 7'b0010010;
                        3:A_to_G = 7'b0000110;
                        4:A_to_G = 7'b1001100;
                        5:A_to_G = 7'b0100100;
                        6:A_to_G = 7'b0100000;
                        7:A_to_G = 7'b0001111;
                        8:A_to_G = 7'b0000000;
                        9:A_to_G = 7'b0000100;
                        default: A_to_G = 7'b1111111;
                    endcase
              end
endmodule
==> /design/flow/run.sh <==
#!/bin/bash
# OpenROAD 26Q1-2900-gdf79404cd8, Yosys 0.63+post, stock flow scripts
make -C /OpenROAD-flow-scripts/flow DESIGN_CONFIG=/design/flow/config.mk WORK_HOME=/design/flow/orfs finish
==> /design/flow/config.mk <==
export PLATFORM = sky130hd
export DESIGN_NAME = BarrelShifter_top
export DESIGN_NICKNAME = BarrelShifter_top
export VERILOG_FILES = /design/flow/design.v
export SDC_FILE = /design/flow/constraint.sdc
export NUM_CORES = 4
export LEC_CHECK = 1
export CORE_UTILIZATION = 50
==> /design/flow/constraint.sdc <==
current_design BarrelShifter_top

set clk_period 7.8
set clk_io_pct 0.2

create_clock -name clk0 -period $clk_period [get_ports {clk}]

set non_clock_inputs [all_inputs -no_clocks]
set_input_delay [expr $clk_period * $clk_io_pct] -clock clk0 $non_clock_inputs
set_output_delay [expr $clk_period * $clk_io_pct] -clock clk0 [all_outputs]
==> impl_metrics.tcl <==
# yosys + openroad results
set metrics [dict create \
    die-area_mm2 0.0141 \
    untimed_endpoints 16 \
    max_slew_margin_pct 39.4 \
    path_class "in2reg" \
    r2r_start "U3.P[1]$_DFFE_PP_" \
    cts_resized 0 \
    worstMarginPinSlew_ps 908 \
    rows 42 \
    max-cap-violations 0 \
    p_int_uw 584 \
    drtAntennaViolNets 0 \
    report.final.slew_viol_count 0 \
    layout-area-overhead-vs-synth_pct 4.93 \
    p_sw_uw 382 \
    ys_sh_simple_pct 25.2 \
    hpwlAfterDp_mm 14.9 \
    rsz0062_at_grt "false" \
    syn_area_mm2 0.00680 \
    cp-end-kind "register" \
    fp.dieH_um 119 \
    mux_area_share_pct 21.4 \
    r2r_cells 16 \
    top_cell_area_share_pct 13.8 \
    ys_top_logic_family "simple AND/OR/NAND/NOR gates" \
    p_comb_share_pct 43.9 \
    yosys_most_used_dff "dfxtp_1" \
    ys_cells 819 \
    whs_ps 475 \
    wl_per_cell_um 21.9 \
    via_per_inst 6.57 \
    drive_above_1_share_pct 14.0 \
    grt_max_degree 50 \
    startpoint "OP[0]" \
    peakVddDrop_uv 97.8 \
    synth_cells 819 \
    ys_warn_count 5 \
    drc 0 \
    synth-edff-count 7 \
    clock.latency.late_pin_ps 300 \
    yosys_area_mm2 0.00680 \
    drt-initial-drc-count 579 \
    fin_worst_skew_ps 4.98 \
    grt_pass1_wl_mm 33.7 \
    diodes 0 \
    routed_wl_mm 21.2 \
    die_x_um 119 \
    hp-start "refreshCount[12]$_SDFF_PN0_" \
    fmax_ghz 0.203 \
    core_mm2 0.0132 \
    crit_required_ps 8040 \
    overflow 0 \
    netlist-cell-type-count 95 \
    track_usage_pct 32.0 \
    unclocked_pins 16 \
    num_vias 6357 \
    start_kind "input pin" \
    area_leaders "dfxtp_1, mux4_2, mux2i_1, nand2_1, nor2_1" \
    seqPwrFrac_pct 31.8 \
    cts_tree "yes" \
    fin_crit_sh_pct 63.2 \
    numSynthFlops 70 \
    setup_viol 0 \
    fin_area_mm2 0.00714 \
    final_hold_viol_count 0 \
    async_flop_share_pct 0 \
    leakage_nw 2.59 \
    tns_ps 0 \
    cts_buffers 5 \
    synthAoiAreaFrac_pct 16.3 \
    swShare_pct 39.5 \
    antenna_found_initial 0 \
    worst_ep_arrival_time_ps 5170 \
    cts_root_buffer "clkbuf_16" \
    xor_share_pct 5.39 \
    cts.reportedPaths.clkPinSlew_ps 80 \
    cp_max_fo 46 \
    cts_hold_buf 0 \
    cts_buffer_depth 2 \
    first_pass_iters 5 \
    min_path_type "reg2reg" \
    top_area_cell "dfxtp_1" \
    cts.htree.levels 2 \
    place.gp.congestion 0.995 \
    ios 34 \
    syn_area_per_cell_um2 8.30 \
    dpl_cell_area_mm2 0.00698 \
    status "complete, no violations" \
    warnings 37 \
    min_path_cells 1 \
    adder_share_pct 3.50 \
    io_buffers 32 \
    finalCriticalPeriod_ps 4930 \
    cts_setup_buffers 0 \
    p_per_area_mw_per_mm2 135 \
    fp_util_pct 51.4 \
    grt_pass1_vias 6026 \
    pwr-share-clk_pct 24.3 \
]
## state kept, by name, indices dropped and copies added (netlist names)
| register | count |
|---|---|
| SELECT | 3 |
| U1.b | 16 |
| U3.P | 4 |
| U3.count | 27 |
| a_to_g | 7 |
| refreshCount | 13 |
## placed cells by master, fill, tap and decap left out, drive strengths merged, types with 5 or more instances in the layout
cell type,instances
nor2b,10
dfxtp,47
a31oi,19
nor2,84
nand2b,10
xnor2,19
xor2,22
inv,23
a211oi,6
buf,11
dlxtn,8
mux2i,42
a311oi,5
clkdlybuf4s50,32
nand2,77
and3,13
mux2,24
o22ai,8
nor3b,5
o211ai,10
or2,6
o21ai,35
nor3,26
dlxtp,8
nand4,16
a21oi,40
nand3,38
or3,6
mux4,33
ha,19
edfxtp,7
clkbuf,5
## worst max-delay path, cell delays in order
cell	delay, ps
clkdlybuf4s50_1	460
buf_4	410
clkinv_1	640
nor2_1	320
nand2_1	110
o22ai_1	230
o31ai_1	110
a31oi_1	480
inv_1	170
ha_1	220
mux2_1	290
a21oi_1	140
## cell families after synthesis
kind of cell	after synthesis
flip-flops	54
AND-OR/OR-AND	166
multiplexers	99
other	1
latches	16
adder cells (fa/ha/maj)	19
AND/OR/NAND/NOR	322
buffers and inverters	101
XOR/XNOR	41
## final cells by class
type	instances	area, µm²
inverters	23	86.3
repair buffers	43	403
clock inverters	3	28.8
fillers	1228	6110
multi-input cells	648	4880
flip-flops and latches	70	1390
well taps	176	220
clock buffers	5	125
## power groups by stage
| stage | registers (mW) | clock network, mW | logic (mW) |
|---|---|---|---|
| 6_report | 0.307 | 0.235 | 0.424 |
| 4_1_cts | 0.306 | 0.240 | 0.415 |
| 5_1_grt | 0.308 | 0.252 | 0.450 |
## path summary, 6_finish.rpt
kind,slack (ps),end
worst max-delay path,2870,a_to_g[1]$_DFF_P_
worst min-delay path,470,refreshCount[12]$_SDFF_PN0_
worst max register to register,3120,a_to_g[0]$_DFF_P_
worst min register to register,470,refreshCount[12]$_SDFF_PN0_
## synth_stat cells (all sizes together), types with 16 or more instances
library cell	count
mux2	24
xor2	22
buf	46
nand4	16
nor3	26
inv	22
nand3	38
a21oi	40
xnor2	19
a31oi	19
ha	19
clkbuf	32
nor2	84
o21ai	35
mux2i	42
dfxtp	47
mux4	33
nand2	77
## through the flow
| stage | utilization [%] | worst slack (ps) | cells | power, mW |
|---|---|---|---|---|
| after global routing | 53.9 | 2570 | 968 | 1.01 |
| final | 53.9 | 2870 | 968 | 0.966 |
| after global placement | 52.7 | 2850 | 960 | 0.727 |
| after CTS | 53.9 | 3000 | 968 | 0.962 |
| after detailed placement | 52.7 | 2690 | 960 | 0.726 |
| after floorplan | - | 4010 | 819 | 0.618 |
## per-layer routing
metal | share of wire (%) | track usage [%]
met5 | 0 | 0
met4 | 5.5 | 14.1
met3 | 6.9 | 5.95
met2 | 48 | 51.2
met1 | 40 | 43.1
Power is estimated from default activity; no workload was simulated.
